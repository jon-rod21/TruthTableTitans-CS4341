==> design.v <==
module SixteenBitAddSub(inputA,inputB,mode,carry,sum,overflow);
	parameter k=16;
    input [k-1:0] inputA;
	input [k-1:0] inputB;
    input mode;
	output carry;
    output [k-1:0] sum;
    output overflow;
    wire [k-1:0] xorInterface;  
	wire [k-1:0] carryInterface;  
	assign xorInterface={(k){mode}}^inputB;
FullAdder FA00(inputA[ 0],xorInterface[ 0],              mode,carryInterface[ 0],sum[ 0]);
FullAdder FA01(inputA[ 1],xorInterface[ 1],carryInterface[ 0],carryInterface[ 1],sum[ 1]);
FullAdder FA02(inputA[ 2],xorInterface[ 2],carryInterface[ 1],carryInterface[ 2],sum[ 2]);
FullAdder FA03(inputA[ 3],xorInterface[ 3],carryInterface[ 2],carryInterface[ 3],sum[ 3]);
FullAdder FA04(inputA[ 4],xorInterface[ 4],carryInterface[ 3],carryInterface[ 4],sum[ 4]);
FullAdder FA05(inputA[ 5],xorInterface[ 5],carryInterface[ 4],carryInterface[ 5],sum[ 5]);
FullAdder FA06(inputA[ 6],xorInterface[ 6],carryInterface[ 5],carryInterface[ 6],sum[ 6]);
FullAdder FA07(inputA[ 7],xorInterface[ 7],carryInterface[ 6],carryInterface[ 7],sum[ 7]);
FullAdder FA08(inputA[ 8],xorInterface[ 8],carryInterface[ 7],carryInterface[ 8],sum[ 8]);
FullAdder FA09(inputA[ 9],xorInterface[ 9],carryInterface[ 8],carryInterface[ 9],sum[ 9]);
FullAdder FA10(inputA[ 10],xorInterface[ 10],carryInterface[ 9],carryInterface[ 10],sum[ 10]);
FullAdder FA11(inputA[ 11],xorInterface[ 11],carryInterface[ 10],carryInterface[ 11],sum[ 11]);
FullAdder FA12(inputA[ 12],xorInterface[ 12],carryInterface[ 11],carryInterface[ 12],sum[ 12]);
FullAdder FA13(inputA[ 13],xorInterface[ 13],carryInterface[ 12],carryInterface[ 13],sum[ 13]);
FullAdder FA14(inputA[ 14],xorInterface[ 14],carryInterface[ 13],carryInterface[ 14],sum[ 14]);
FullAdder FA15(inputA[ 15],xorInterface[ 15],carryInterface[ 14],carryInterface[ 15],sum[ 15]);
	assign carry=carryInterface[k-1];
	assign overflow=(carryInterface[k-1])^(carryInterface[k-2]);
endmodule
module FullAdder(A,B,C,carry,sum);
	input A;
	wire A;
	input B;
	wire B;
	input C;
	wire C;
	output carry;
	output sum;
	reg carry;
	reg sum;
	always @(*) 
	  begin
 		sum= A^B^C;
 		carry=((A^B)&C)|(A&B);  
	  end
endmodule
==> run.sh <==
#!/bin/bash
# OpenROAD 26Q1-2900-gdf79404cd8, Yosys 0.63+post, stock flow scripts
make -C /OpenROAD-flow-scripts/flow DESIGN_CONFIG=/design/flow/config.mk WORK_HOME=/design/flow/orfs finish
==> config.mk <==
export PLATFORM = sky130hd
export DESIGN_NAME = SixteenBitAddSub
export DESIGN_NICKNAME = SixteenBitAddSub
export VERILOG_FILES = /design/flow/design.v
export SDC_FILE = /design/flow/constraint.sdc
export NUM_CORES = 4
export LEC_CHECK = 1
export CORE_AREA = 10 10 76 76
export DIE_AREA = 0 0 86 86
==> constraint.sdc <==
current_design SixteenBitAddSub

set clk_period 12.3
set clk_io_pct 0.2

create_clock -name clk0 -period $clk_period

set non_clock_inputs [all_inputs -no_clocks]
set_input_delay [expr $clk_period * $clk_io_pct] -clock clk0 $non_clock_inputs
set_output_delay [expr $clk_period * $clk_io_pct] -clock clk0 [all_outputs]
==> impl_metrics.ini <==
; implementation run metrics
[status]
status = complete, no violations

[floorplanning]
die_area_mm2 = 0.007396
die_h_um = 86
pin_count = 51
core_area_mm2 = 0.004115
num_rows = 23
fp_util = 0.1748
die_x_um = 86

[power]
leakagePower_nw = 0.5277
vdd_drop_max_mv = 0.02925
power_switching_mw = 0.02142
p_clk_frac = 0
pwr-share-comb = 1.000
sw_frac_of_total = 0.3015
finalPower_mw = 0.07103
power.share.sequential = 0
p_per_area_mw_per_mm2 = 61.31
cell_internal_pwr_mw = 0.04962

[synthesis]
yosysTopAreaCellShare = 0.4174
top_area_cell = fa_1
yosys_warnings = 1
synth_cell_types = 8
yosysCellCount = 80
yosysChipArea_um2 = 719.4
ys_seq_share = 0
synthTopCellsByArea = fa_1, xnor2_1, buf_4, inv_1, buf_12
synth_area_per_cell_um2 = 8.993
synth_cells = 80
netlist_area_um2 = 719.4

[sta]
fin_crit_ns = 12.01
final_max_slew_viol_count = 0
hold_viol = 0
tightestPinTransition_ns = 0.2191
period_used_share = 0.9761
maxSlewHeadroom = 0.8537
fmax_mhz = 83.29
timing.hold.ws_ns = 5.872
tns_ns = 0
finalSetupViolations = 0
rsz0062_at_grt = no

[critical_path]
end_kind = output port
crit_slowest_cell = clkdlybuf4s50_1
path_max_fanout = 2
critical_path_arrival_ns = 9.55
slowest_delay_ns = 0.52
path_cells = clkdlybuf4s50_1 -> mux2i_1 -> fa_1 -> fa_1 -> fa_1 -> fa_1 -> fa_1 -> fa_1 -> fa_1 -> fa_1 -> fa_1 -> fa_1 -> fa_1 -> fa_1 -> fa_1 -> fa_1 -> inv_1 -> fa_1 -> clkdlybuf4s50_1
cp.required_ns = 9.84
start_kind = input pin
crit_type = in2out
crit_top_cell = fa_1

[placement]
io_buffers = 51
post_dp_cell_area_mm2 = 0.001156
dp_cells = 165
place.gp.congestion = 0.7700
dpl.hpwl_um = 1749

[cells_and_area]
drive_above_1_share = 0.01739
finalInstanceArea_mm2 = 0.001159
flops = 0
finalNonFillerCells = 165
area.sequential_um2 = 0
areaGrowthSynthToFinish_pct = 61.04
nClkBuffers = 0

[route]
drt_iter0_drc = 6
viasPerCell = 3.303
vias = 545
detail-route-antenna-nets = 0
antenna_cells_inserted = 0
finalWirelength_um = 1778
drc = 0
wl_per_cell_um = 10.78
first_pass_iters = 2

[grt]
grt_max_degree = 12
grtUsageMet1 = 0.05711
grt_util_met3 = 0.02002
groute.usage.overall = 0.04491
use_met2 = 0.07302
grt_pass1_vias = 591
grt_busiest_layer = met2
grt-ovfl-total = 0
grt_pass1_wl_um = 2718
antenna_found_initial = 0

[cts]
cts_hold_buf = 0

[worst_hold_path]
hold_path.class = in2out

[job]
max-cap-violations = 0
warning_count = 32
cells in the final DEF, fill, tap and decap left out:
cell             instances
mux2i_1                  1
xnor2_1                 15
inv_1                   29
fa_1                    15
xor2_1                   2
clkdlybuf4s50_1         50
dlymetal6s2s_1           1
buf_4                    2
timing repair:
item / in CTS / in global routing
setup endpoints to repair: 0 / 2
gates resized: 0 / 1
setup buffers: 0 / 0
power by group through the flow:
stage	registers, mW	clock network [mW]	logic [mW]
after CTS	0	0	0.0743
after global routing	0	0	0.0807
final	0	0	0.0710
final cells by class:
class              count  area (µm²)
repair buffers        53       528.0
well taps             50       62.56
fillers              413        2957
inverters             29       108.9
multi-input cells     33       459.2
synth_stat cells:
library cell	count
buf_6	1
xnor2_1	15
inv_1	29
fa_1	15
mux2i_1	1
buf_4	16
buf_12	1
xor2_1	2
worst max-delay path, delay by kind of cell:
| kind | cells | cell delay (ns) |
|---|---|---|
| muxes | 1 | 0.10 |
| adders and majority gates | 15 | 5.95 |
| buffers and inverters | 3 | 1.03 |
path summary, 6_finish.rpt:
check             depth (start not counted)       from  slack, ns       to
setup / recovery                         19  inputB[0]       0.29  sum[15]
hold / removal                            3  inputA[0]       5.87   sum[0]
kinds of logic after synthesis:
group      after synthesis  share of synthesized area
xor+xnor                17                     0.2070
mux                      1                    0.01391
fa+ha+maj               15                     0.4174
buf+inv                 47                     0.3617
per-stage QoR:
| stage | utilization | worst slack [ns] |
|---|---|---|
| CTS | 0.2809 | 0.07744 |
| global route | 0.2815 | 0.04711 |
| floorplan | - | 1.032 |
| detailed placement | 0.2809 | 0.06729 |
| global placement | 0.2809 | 0.1133 |
| finish | 0.2815 | 0.2944 |
per-layer routing:
layer	part of all wire	up-vias	routed length (µm)
li1	-	265	-
met1	0.41	250	732
met2	0.47	30	839
met3	0.12	0	206
met4	0	0	0
met5	0	-	0
Power figures rest on the tool's default switching activity, not on a simulated workload.
