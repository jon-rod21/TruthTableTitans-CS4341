`flow/config.mk`:
```
export PLATFORM = sky130hd
export DESIGN_NAME = Mux32x16
export DESIGN_NICKNAME = Mux32x16
export VERILOG_FILES = /design/flow/design.v
export SDC_FILE = /design/flow/constraint.sdc
export NUM_CORES = 4
export LEC_CHECK = 1
export CORE_AREA = 10 10 220 220
export DIE_AREA = 0 0 230 230
```
`flow/run.sh`:
```
#!/bin/bash
# OpenROAD 26Q1-2900-gdf79404cd8, Yosys 0.63+post, stock flow scripts
make -C /OpenROAD-flow-scripts/flow DESIGN_CONFIG=/design/flow/config.mk WORK_HOME=/design/flow/orfs finish
```
`flow/design.v`:
```
module Mux32x16(channels, select, b);
parameter k=32;
input [15:0][k-1:0] channels;
input      [15:0] select;
output      [k-1:0] b;
	assign b = ({k{select[15]}} & channels[15]) | 
               ({k{select[14]}} & channels[14]) |
			   ({k{select[13]}} & channels[13]) |
			   ({k{select[12]}} & channels[12]) |
			   ({k{select[11]}} & channels[11]) |
			   ({k{select[10]}} & channels[10]) |
			   ({k{select[ 9]}} & channels[ 9]) | 
			   ({k{select[ 8]}} & channels[ 8]) |
			   ({k{select[ 7]}} & channels[ 7]) |
			   ({k{select[ 6]}} & channels[ 6]) |
			   ({k{select[ 5]}} & channels[ 5]) | 
			   ({k{select[ 4]}} & channels[ 4]) | 
			   ({k{select[ 3]}} & channels[ 3]) | 
			   ({k{select[ 2]}} & channels[ 2]) | 
               ({k{select[ 1]}} & channels[ 1]) | 
               ({k{select[ 0]}} & channels[ 0]) ;
endmodule
```
`flow/constraint.sdc`:
```
current_design Mux32x16

set clk_period 1.7
set clk_io_pct 0.2

create_clock -name clk0 -period $clk_period

set non_clock_inputs [all_inputs -no_clocks]
set_input_delay [expr $clk_period * $clk_io_pct] -clock clk0 $non_clock_inputs
set_output_delay [expr $clk_period * $clk_io_pct] -clock clk0 [all_outputs]
```
==> deck_impl_summary.md <==
Physical Implementation Snapshot

Yosys
  – Post-Syn Area: 0.002809 mm^2
  – Cell count in the Yosys report: 336
  – Area leader share: 39.91%
  – Yosys cell types: 8
  – Synth warn: 0
  – Yosys chip area: 0.002809 mm^2
  – Seq/Total Area, Yosys: 0%
  – Biggest area cells: a22o_1 (40%), a221oi_1 (39%), buf_6 (8.4%)
  – Mean Syn Cell Area: 8.360 um^2
  – Gate Count Post-Synth: 336
  – Synth area leader: a22o_1

Final timing
  – Worst Setup Slack, final: -0.2091 ns
  – Final setup fails: 32
  – Hold Violations, Final: 0
  – Worst-Margin Slew: 0.3144 ns
  – RSZ-0062 raised after global routing: true
  – WHS: 1.107 ns
  – Post-route minimum period: 1.909 ns
  – Final Slew Violations: 0
  – Worst rel slew slack: 79.04%
  – Achievable frequency: 0.5238 GHz
  – Post-layout period usage of the worst path: 112.3%
  – TNS Setup: -3.559 ns

Drt
  – ANT nets after route: 0
  – Iter 0 DRT Violations: 328
  – Wire per inst: 30.17 um
  – DRC: 0
  – Via count: 6,798
  – Total routed wirelength: 47,510 um
  – Vias per cell: 4.316
  – Pre-antenna DRT Iters: 5

Worst setup path
  – CP Max Fanout: 1
  – WS Path Type: input pin to primary output
  – Startpoint Class: input pin
  – CP arrival: 1.57 ns
  – Crit path capture type: primary output
  – CP required: 1.36 ns

Pwr
  – Final Power: 0.002982 W
  – Worst vdd ir: 0.1012 mV
  – Power Density: 261.3 mW/mm^2
  – Leakage: 4.705 nW

Layout
  – Layout cell share with drive strength beyond 1: 32.42%
  – Register area: 0 um^2
  – Flop count: 0
  – Logic area: 0.003441 mm^2
  – Most frequent logic cell in the layout: clkdlybuf4s50_1
  – # clk buffers: 0
  – Final Util: 26.32%
  – Area Growth Syn to Fin: 306.2%
  – Fillers: 4,599
  – Most frequent cells in the layout: clkdlybuf4s50_1 (324), dlygate4sd2_1 (141), a22o_1 (117)

Die
  – # IOs: 560
  – Initial Util: 6.478%
  – Total die size: 0.05290 mm^2
  – Placeable Area: 0.04336 mm^2
  – Chip width: 230 um
  – Chip Height: 230 um
  – FP Rows: 76

Run status
  – Status: finished with violations
  – Failing checks: negative setup slack

Global route
  – GRT overflow: 0
  – Largest net degree at the start of global routing: 22
  – Initial antenna violation count: 15
  – First-pass GRT wire length: 61,180 um
  – Total track usage: 16.63%
  – Vias in the first global route: 7,540

Hold path
  – Worst Hold Class: input pin to primary output
  – Hold Crit Depth: 5

Job
  – Max-cap violations: 0
  – Tool warnings: 34

Placement
  – GPL Wtd Cong: 0.9433
  – PortBufs: 560
  – Post-detail-place hpwl: 38,630 um
  – Pre-CTS WS: -1.202 ns

Clocking
  – Hold-fix buffers, CTS: 0
critical path, cell delays in order:
cell             delay (ns)
clkdlybuf4s50_1        0.40
a22o_1                 0.24
a221oi_2               0.17
nand4_1                0.22
buf_2                  0.19
layer usage:
metal | global-route usage, % | share of wire [%] | vias to the layer above
met1 | 19.01 | 39 | 3219
met3 | 4.775 | 8.5 | 74
met5 | 0 | 0.057 | -
met4 | 4.399 | 3.2 | 4
li1 | - | - | 3004
met2 | 29.59 | 49 | 497
worst paths after layout:
| path | start | end |
|---|---|---|
| worst min-delay path | channels[83] | b[19] |
| worst max-delay path | channels[328] | b[8] |
stage by stage:
stage	cell area, um^2	std cells
floorplan	2809	336
global placement	9858	1539
detailed placement	9858	1539
CTS	10970	1561
global route	11410	1574
finish	11410	1575
cell usage after synthesis, drive strengths merged:
master and n:
a221oi 128, a22o 128, buf 28, clkbuf 20
nand4 32
repair_timing:
action                     CTS  global route
setup endpoints to repair   32            32
gates resized              458            75
buffers inserted            11             9
pin swaps                  128            74
cloned                      12             3
where the power goes:
part / internal, W / switching, W / total, W / leakage, nW
clock network: 0.000000000236 / 0 / 0.000000000236 / 0.0000190
registers: 0 / 0 / 0 / 0
logic: 0.00184 / 0.00114 / 0.00298 / 4.70
total: 0.00184 / 0.00114 / 0.00298 / 4.70
final cells by class:
type / instances / share of cell area, %
repair buffers: 699 / 63.37
multi-input cells: 288 / 30.15
well taps: 585 / 6.414
diodes: 3 / 0.06579
cells by family after synthesis:
logic type | after synthesis | synth area share (%)
compound gates | 256 | 80.71
buf+inv | 48 | 12.16
simple gates | 32 | 7.127
Power figures rest on the tool's default switching activity, not on a simulated workload.
