File: ./design.v
module SixteenBitMul(inputA,inputB,result);
parameter k=16;
input [k-1:0]inputA;
input [k-1:0]inputB;
wire [k-1:0] inputA;
wire [k-1:0] inputB;
output [((k)*2-1):0]result;
reg    [((k)*2-1):0] result;
always@(*)
begin
result=32'b00000000000000000000000000000000;
   result=inputA*inputB; 
 end
endmodule
File: ./constraint.sdc
current_design SixteenBitMul

set clk_period 16.5
set clk_io_pct 0.2

create_clock -name clk0 -period $clk_period

set non_clock_inputs [all_inputs -no_clocks]
set_input_delay [expr $clk_period * $clk_io_pct] -clock clk0 $non_clock_inputs
set_output_delay [expr $clk_period * $clk_io_pct] -clock clk0 [all_outputs]
File: ./run.sh
#!/bin/bash
# OpenROAD 26Q1-2900-gdf79404cd8, Yosys 0.63+post, stock flow scripts
make -C /OpenROAD-flow-scripts/flow DESIGN_CONFIG=/design/flow/config.mk WORK_HOME=/design/flow/orfs finish
File: ./config.mk
export PLATFORM = sky130hd
export DESIGN_NAME = SixteenBitMul
export DESIGN_NICKNAME = SixteenBitMul
export VERILOG_FILES = /design/flow/design.v
export SDC_FILE = /design/flow/constraint.sdc
export NUM_CORES = 4
export LEC_CHECK = 1
export CORE_UTILIZATION = 50
==> flow_metrics.env <==
# physical design summary
export IMPL_drc=0
export IMPL_vias=6223
export IMPL_nFillCells=1552
export IMPL_postSynthSeqShare_pct=0
export IMPL_top_area_share_pct=45.7
export IMPL_via_per_inst=5.03
export IMPL_final_cells=1238
export IMPL_cp_required_ps=13200
export IMPL_period_needed_ps=13430
export IMPL_die_area_um2=17500
export IMPL_post_route_period_util_pct=81.4
export IMPL_seq_area_um2=0
export IMPL_finalSetupTns_ps=0
export IMPL_worst_slack_ps=3070
export IMPL_post_cts_resized=0
export IMPL_maxClockFrequency_ghz=0.0745
export IMPL_place_ws_ps=3120
export IMPL_io_pins=64
export IMPL_postSynthAreaPerCell_um2=8.63
export IMPL_worstMarginPinSlew_ps=734
export IMPL_placed_cells=1238
export IMPL_top_cell="inv_1"
export IMPL_tool_warnings=32
export IMPL_yosysCellCount=984
export IMPL_path_cells="clkdlybuf4s50_1 -> and2_1 -> fa_1 -> inv_1 -> fa_1 -> fa_1 -> fa_1 -> inv_1 -> fa_1 -> inv_1 -> fa_1 -> inv_1 -> ha_1 -> o21ai_0 -> o21ai_0 -> a21oi_1 -> a2111oi_2 -> nor2_1 -> o21ai_0 -> xnor2_1 -> clkdlybuf4s50_1"
export IMPL_die_w_um=132
export IMPL_yosys_warnings=1
export IMPL_top_area_cell="fa_1"
export IMPL_hold_class="input pin to output pin"
export IMPL_whs_ps=7730
export IMPL_syn_cell_area_um2=8490
export IMPL_totalWireLength_um=19600
export IMPL_grt_max_degree=17
export IMPL_max_cap_violations=0
export IMPL_yosysUniqueCellTypes=43
export IMPL_setup_viol=0
export IMPL_ant_nets=0
export IMPL_top_cells_by_area="fa_1, ha_1, inv_1"
export IMPL_syn_inst=984
export IMPL_common_cells="inv_1, fa_1, nand2_1, and2_1, ha_1"
export IMPL_nClkBuffers=0
export IMPL_worstSetupStartpointType="input pin"
export IMPL_die_h_um=132
export IMPL_final_max_slew_violation_count=0
export IMPL_hold_viol=0
export IMPL_wl_per_cell_um=15.8
export IMPL_grt_setup_unrepaired="false"
export IMPL_crit_fanout=16
export IMPL_coreArea_um2=16600
export IMPL_critPathSlowestCell="clkdlybuf4s50_1"
export IMPL_cpMostUsedCell="fa_1"
export IMPL_critical_path_top_delay_family="adder cells"
export IMPL_grt_antenna_before_repair=0
export IMPL_port_buffers=64
export IMPL_first_iter_violations=232
export IMPL_crit_type="input pin to output pin"
export IMPL_grt_pass1_wl_um=33600
export IMPL_place_congestion=0.904
export IMPL_drive_gt1_share_pct=1.28
export IMPL_cts_hold_buf=0
export IMPL_yosys_area_um2=8490
export IMPL_gr_usage_all_layers_pct=26.3
export IMPL_drt_first_pass_iters=4
export IMPL_status="finished clean"
export IMPL_slew_headroom_pct=50.9
export IMPL_grt_pass1_vias=6539
export IMPL_overflow=0
export IMPL_area_delta_synth_final_pct=9.55
export IMPL_seq_cells=0
export IMPL_num_rows=47
export IMPL_path_buffers=6
export IMPL_dp_hpwl_um=16600
export IMPL_worstPathArrival_ps=10130
export IMPL_antennaDiodeCount=0
export IMPL_cts_setup_buffers=0
export IMPL_initCoreUtil_pct=51.2
export IMPL_end_kind="output pin"
export IMPL_slowest_delay_ps=800
export IMPL_logic_area_um2=7500
-- logic make-up after synthesis --
kind of cell,after synthesis,synth area share [%]
AND-OR/OR-AND,70,5.58
buffers and inverters,264,11.7
adder cells (fa/ha/maj),298,61.1
multiplexers,1,0.133
XOR/XNOR,28,2.89
AND/OR/NAND/NOR,323,18.7
-- metrics by stage --
stage	cell area, um2	utilization, %
floorplan	8490	-
global placement	9300	56.1
detailed placement	9300	56.1
CTS	9300	56.1
global route	9300	56.1
finish	9300	56.1
-- final cells by class --
class,instances,share of cell area (%)
repair buffers,66,7.05
well taps,220,2.96
multi-input cells,720,80.6
inverters,232,9.36
-- worst paths after layout --
check                     start  slack [ps]  cells past startpoint         end
worst min-delay path  inputA[0]        7730                      4   result[0]
worst max-delay path  inputA[7]        3070                     21  result[29]
-- placed cells by master, fill, tap and decap left out, drive strengths merged, types with 2 or more instances in the layout --
master / netlist / final
a211oi: 2 / 2
a21o: 5 / 5
a21oi: 24 / 24
a31oi: 4 / 4
and2: 125 / 125
buf: 0 / 2
clkdlybuf4s50: 0 / 64
fa: 194 / 194
ha: 104 / 104
inv: 232 / 232
nand2: 158 / 158
nand2b: 3 / 3
nand3: 8 / 8
nand4: 2 / 2
nor2: 15 / 15
nor2b: 4 / 4
nor3: 4 / 4
o211ai: 4 / 4
o21ai: 14 / 14
o21bai: 3 / 3
o31ai: 2 / 2
xnor2: 18 / 18
xor2: 10 / 10
-- layer usage --
metal  share of wire (%)  GRT usage (%)
met4                0.53           1.34
met5                   0              0
met3                  12           12.4
met2                  42           37.0
met1                  45           41.7
